--- flow/constraint.sdc ---
current_design hex2ssd

set clk_period 1.7
set clk_io_pct 0.2

create_clock -name clk0 -period $clk_period

set non_clock_inputs [all_inputs -no_clocks]
set_input_delay [expr $clk_period * $clk_io_pct] -clock clk0 $non_clock_inputs
set_output_delay [expr $clk_period * $clk_io_pct] -clock clk0 [all_outputs]
--- flow/config.mk ---
export PLATFORM = sky130hd
export DESIGN_NAME = hex2ssd
export DESIGN_NICKNAME = hex2ssd
export VERILOG_FILES = /design/flow/design.v
export SDC_FILE = /design/flow/constraint.sdc
export NUM_CORES = 4
export LEC_CHECK = 1
export CORE_AREA = 10 10 70 70
export DIE_AREA = 0 0 80 80
--- flow/design.v ---
`timescale 1ns/1ps
module hex2ssd  
   (
    input [3:0]      bcd_number,    
    output reg [6:0] seg 
    );
   always @(*)
     begin
	case (bcd_number)
	  4'b0000: seg = 7'b0000001;  
          4'b0001: seg = 7'b1001111;  
          4'b0010: seg = 7'b0010010;  
          4'b0011: seg = 7'b0000110;  
          4'b0100: seg = 7'b1001100;  
          4'b0101: seg = 7'b0100100;  
          4'b0110: seg = 7'b0100000;  
          4'b0111: seg = 7'b0001111;  
          4'b1000: seg = 7'b0000000;  
          4'b1001: seg = 7'b0000100;  
	  4'b1010: seg = 7'b0000010;  
	  4'b1011: seg = 7'b1100000;  
	  4'b1100: seg = 7'b0110001;  
	  4'b1101: seg = 7'b1000010;  
	  4'b1110: seg = 7'b0110000;  
	  4'b1111: seg = 7'b0111000;  
          default: seg = 7'b0000001;  
	endcase  
     end  
endmodule  
--- flow/run.sh ---
#!/bin/bash
# OpenROAD 26Q1-2900-gdf79404cd8, Yosys 0.63+post, stock flow scripts
make -C /OpenROAD-flow-scripts/flow DESIGN_CONFIG=/design/flow/config.mk WORK_HOME=/design/flow/orfs finish
==> results.py <==
# Auto-generated metrics
metrics = {
    "route": {
        "antennaDiodeCount": 0,
        "drt_wl_total_microns": 841,
        "route.antenna.remaining_nets": 0,
        "drc": 0,
        "first_pass_iters": 5,
        "avgViaCountPerCell": 3.24,
        "dr.first_iter.drc_count": 39,
        "post_drt_wl_per_cell_microns": 8.33,
        "vias": 327,
    },
    "synth": {
        "yosysTopAreaCell": "ha_1",
        "syn_area_per_cell_sq_um": 7.67,
        "syn_area_sq_um": 238,
        "synth_stat.cells": 31,
        "topCellsByArea": "ha_1 32%, mux4_2 9.5%, mux2i_1 8.4%",
        "yosysUniqueCellTypes": 17,
        "ys_area_sq_um": 238,
        "top_cell_area_share_pct": 31.6,
        "yosysWarnings": 1,
        "synth_cells": 31,
        "ys_seq_share_pct": 0,
    },
    "job": {
        "cap_violations": 0,
        "tool_warnings": 39,
    },
    "cells_and_area": {
        "areaGrowthSynthToFinish_pct": 137,
        "drive_above_1_share_pct": 58.2,
        "lay_top_count": "buf_4",
        "seq_cells": 0,
        "fin_util_pct": 16.5,
        "stdcell_area_sq_um": 564,
        "clkbuf_count": 0,
        "register_area_sq_um": 0,
        "lay_top_cells": "11 x buf_4, 5 x buf_6, 4 x o21ai_1, 4 x ha_4, 4 x dlygate4sd2_1",
        "final_cell_count_no_fill": 101,
    },
    "placement": {
        "dp_cells": 96,
        "io_buffers": 11,
        "place_congestion": 0.851,
        "place_area_sq_um": 468,
        "dp_hpwl_microns": 665,
        "dp_slack_ns": -0.715,
    },
    "critical_path": {
        "crit_type": "in2out",
        "crit_chain": "buf_6 -> inv_4 -> ha_4 -> nand2b_1 -> o21ai_1 -> a32o_1 -> dlygate4sd2_1",
        "worst_setup_path_start_kind": "primary input",
        "slowest_stage": "dlygate4sd2_1",
        "critPathBufInv": 3,
        "crit_fanout": 4,
        "path_delay_family": "buffers and inverters",
        "cp-end-kind": "primary output",
        "cp.arrival_ns": 1.34,
        "critPathRequiredTime_ns": 1.36,
        "slowest_delay_ns": 0.24,
    },
    "global_routing": {
        "grt_pass1_vias": 305,
        "grt_usage_pct": 2.50,
        "antenna_found_initial": 0,
        "grt_pass1_wl_microns": 1370,
        "grtUsageMet1_pct": 3.37,
        "grt_overflow_total": 0,
        "grt_max_degree": 8,
        "met3_usage_pct": 0.114,
        "grt_util_met2_pct": 4.49,
        "grt-busiest-layer": "met2",
    },
    "run_status": {
        "outcome": "finished clean",
    },
    "power_and_ir_drop": {
        "pwr-share-comb_pct": 100.0,
        "switching_power_mw": 0.0468,
        "p_total_mw": 0.116,
        "power_density_nw_per_um2": 206,
        "vdd_drop_max_v": 0.0000362,
        "p_leak_nw": 0.246,
        "power.internal_mw": 0.0692,
        "clockPowerShare_pct": 0,
        "p_sw_share_pct": 40.3,
        "seqPwrFrac_pct": 0,
    },
    "floorplanning": {
        "die-height_microns": 80,
        "die_x_microns": 80,
        "fp_util_pct": 6.96,
        "ioPinCount": 11,
        "rows": 21,
        "dieArea_sq_um": 6400,
        "core_area_sq_um": 3420,
    },
    "timing": {
        "final-setup-viol-count": 0,
        "setup_ws_ns": 0.0172,
        "relSlewSlack_pct": 85.8,
        "max_freq_ghz": 0.594,
        "setup_tns_ns": 0,
        "worstMarginPinSlew_ns": 0.211,
        "post-route-min-period_ns": 1.68,
        "hold_viol_final": 0,
        "rsz0062_at_grt": "true",
        "period_used_pct": 99.0,
        "timing.final.max_slew_violations": 0,
        "whs_ns": 1.19,
    },
    "min_path": {
        "hold_path.class": "in2out",
    },
    "clock_network": {
        "cts.hold.buffers_added": 0,
    },
}
-- cells in the mapped netlist --
| library cell | instances |
|---|---|
| or3_1 | 1 |
| inv_2 | 1 |
| a32o_1 | 1 |
| mux4_2 | 1 |
| inv_1 | 4 |
| nand2_1 | 2 |
| mux2_2 | 1 |
| o31ai_1 | 1 |
| nand2b_1 | 1 |
| buf_2 | 1 |
| o21ai_0 | 4 |
| mux2i_1 | 2 |
| a31oi_1 | 1 |
| nor2_1 | 1 |
| o211ai_1 | 1 |
| ha_1 | 6 |
| nand3_1 | 2 |
-- routing by layer --
layer | part of all wire, % | wire, microns
met2 | 51 | 426
met3 | 9.4 | 79
met4 | 0 | 0
met1 | 40 | 336
met5 | 0 | 0
-- area by class of cell --
cell class	instances	area [sq um]
fill	380	2850
multi-input combinational	25	273
timing repair buffer	25	210
tap	46	57.6
inverter	5	23.8
-- power groups by stage --
| stage | Sequential, mW | Clock, mW | Combinational [mW] |
|---|---|---|---|
| 6_report | 0 | 0 | 0.116 |
| 5_1_grt | 0 | 0 | 0.128 |
| 4_1_cts | 0 | 0 | 0.115 |
-- kinds of logic after synthesis --
group	after synthesis	synth area share (%)
simple gates	7	14.2
compound gates	8	21.6
buf+inv	6	9.99
fa+ha+maj	6	31.6
mux	4	22.6
-- timing repair --
item	CTS	global route
setup endpoints to repair	7	6
pin swaps	4	1
gates resized	45	6
buffers inserted	5	1
-- final timing paths --
check,slack [ns],end,startpoint,cells after the start
max,0.02,seg[5],bcd_number[0],7
min,1.19,seg[3],bcd_number[2],4
Power is estimated from default activity; no workload was simulated.
